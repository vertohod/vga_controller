<file path="config.mk">
export PLATFORM = sky130hd
export DESIGN_NAME = video_controller
export DESIGN_NICKNAME = video_controller
export VERILOG_FILES = /design/flow/design.v
export SDC_FILE = /design/flow/constraint.sdc
export NUM_CORES = 4
export LEC_CHECK = 1
export CORE_AREA = 10 10 86 86
export DIE_AREA = 0 0 96 96
</file>
<file path="constraint.sdc">
current_design video_controller

set clk_period 5.2
set clk_io_pct 0.2

create_clock -name clk0 -period $clk_period [get_ports {clk25M}]

set non_clock_inputs [all_inputs -no_clocks]
set_input_delay [expr $clk_period * $clk_io_pct] -clock clk0 $non_clock_inputs
set_output_delay [expr $clk_period * $clk_io_pct] -clock clk0 [all_outputs]
</file>
<file path="design.v">
module video_controller (
	input wire clk25M,  
	input wire [3:0]rgb_data,
	output reg vint,
	output wire is_visible_array,
	output reg vga_hsync,
	output reg vga_vsync,
	output reg [2:0]vga_rgb
);
localparam hsync_pulse = 10'd95;
localparam hsync_end = 10'd799;
localparam hsync_act_begin = 10'd143;
localparam hsync_act_end = 10'd783;
localparam vsync_pulse = 10'd1;
localparam vsync_end = 10'd524;
localparam vsync_act_begin = 10'd34;
localparam vsync_act_end = 10'd514;
reg [9:0]hcount = 10'd0;
reg [9:0]vcount = 10'd0;
wire hcount_rst;
wire vcount_rst;
assign hcount_rst = (hcount == hsync_end);
assign vcount_rst = (vcount == vsync_end);
wire hact;
wire vact;
assign hact = ((hcount >= hsync_act_begin) && (hcount < hsync_act_end));
assign vact = ((vcount >= vsync_act_begin) && (vcount < vsync_act_end));
assign is_visible_array = hact && vact;
always @(posedge clk25M) begin
	if (hcount_rst) begin
		hcount <= 10'd0;
		vcount <= vcount + 10'd1;
	end else hcount <= hcount + 10'd1;
	if (vcount_rst) begin
		vcount <= 10'd0;
		vint <= 1'b1;
	end else vint <= 1'b0;
	if (hcount < hsync_pulse) vga_hsync <= 1'b0;
	else vga_hsync <= 1'b1;
	if (vcount < vsync_pulse) vga_vsync <= 1'b0;
	else vga_vsync <= 1'b1;
	if (is_visible_array) begin
		vga_rgb <= rgb_data[2:0];
	end else begin
		vga_rgb <= 3'b000;
	end
end
endmodule
</file>
<file path="run.sh">
#!/bin/bash
# OpenROAD 26Q1-2900-gdf79404cd8, Yosys 0.63+post, stock flow scripts
make -C /OpenROAD-flow-scripts/flow DESIGN_CONFIG=/design/flow/config.mk WORK_HOME=/design/flow/orfs finish
</file>
==> results.sh <==
# physical design summary
export IMPL_worstSkewPairLatency_ps=270
export IMPL_routed_wl_um=2130
export IMPL_ys_warn_count=1
export IMPL_grt_max_degree=15
export IMPL_slowest_stage="clkdlybuf4s50_1"
export IMPL_log_warning_count=29
export IMPL_worst_slack_ps=2020
export IMPL_ys_seq_share_pct=43.7
export IMPL_reg2reg_from="hcount[0]"
export IMPL_final_common_cell="dfxtp_1"
export IMPL_fill_cells=606
export IMPL_period_minus_slack_ps=3180
export IMPL_antenna_found_initial=0
export IMPL_cap_viol_max_count=0
export IMPL_fin_crit_sh_pct=61.1
export IMPL_tightest_slew_ps=409
export IMPL_layout_top_cells="26 x dfxtp_1, 17 x nor2_1, 10 x clkdlybuf4s50_1"
export IMPL_vdd_drop_max_mv=0.0981
export IMPL_worstPathRequired_ps=4160
export IMPL_io_buffers=10
export IMPL_vias_per_cell=4.19
export IMPL_setup_viol=0
export IMPL_drv_slew=0
export IMPL_final_hold_violation_count=0
export IMPL_yosysCellCount=126
export IMPL_edf_count=0
export IMPL_p_leak_nw=0.544
export IMPL_antennaDiodeCount=0
export IMPL_synthDominantCellAreaShare_pct=43.7
export IMPL_status="finished, final reports clean"
export IMPL_cts_tree="done"
export IMPL_io_pins=12
export IMPL_topCellsByArea="dfxtp_1 44%, nor2_1 5.4%, ha_1 5.3%"
export IMPL_cts_hold_buf=0
export IMPL_ys_types=37
export IMPL_syn_area_per_cell_um2=9.45
export IMPL_hpwl_um=1560
export IMPL_row_count=27
export IMPL_area_delta_synth_final_pct=18.1
export IMPL_arrival_ps=2140
export IMPL_rsz0062_at_grt="false"
export IMPL_hold_depth=1
export IMPL_fin_skew_ps=6.27
export IMPL_grt_pass1_vias=795
export IMPL_clk_pin_slew_ps=80
export IMPL_antenna_left=0
export IMPL_grt_pass1_wl_um=3640
export IMPL_wl_per_cell_um=10.2
export IMPL_clock_path_buffers=2
export IMPL_clkSinkCount=26
export IMPL_hold_class="reg2reg"
export IMPL_hold_end="hcount[0]"
export IMPL_synthArstFlopShare_pct=0
export IMPL_whs_ps=449
export IMPL_slew_headroom_pct=72.5
export IMPL_yosysTopAreaCell="dfxtp_1"
export IMPL_track_usage_pct=4.83
export IMPL_fin_setup_tns_ps=0
export IMPL_cp_top_family="simple AND/OR/NAND/NOR gates"
export IMPL_dieArea_um2=9220
export IMPL_route_detailed_drc=0
export IMPL_crit_type="reg2out"
export IMPL_die_w_um=96
export IMPL_place_area_um2=1350
export IMPL_htreeDepth=1
export IMPL_fp_util_pct=21.5
export IMPL_cp_max_fo=4
export IMPL_dp_slack_ps=2250
export IMPL_finalInstanceArea_um2=1410
export IMPL_numCtsBuffers=3
export IMPL_vias=876
export IMPL_rrSetupSlack_ps=3600
export IMPL_overflow=0
export IMPL_start_kind="flop"
export IMPL_synth_flops=26
export IMPL_drt_first_pass_iters=4
export IMPL_p_per_area_nw_per_um2=237
export IMPL_worstReg2RegEnd="vcount[9]"
export IMPL_root_buffer="clkbuf_8"
export IMPL_hp_start="hcount[0]"
export IMPL_netlist_area_um2=1190
export IMPL_drive_above_1_share_pct=8.76
export IMPL_ff2ff_path_depth=5
export IMPL_critical_path_buf_inv_count=1
export IMPL_crit_chain="ha_1 -> and3_1 -> nor4_1 -> o22ai_1 -> nor2_1 -> clkdlybuf4s50_1"
export IMPL_place_congestion=0.822
export IMPL_chipHeight_um=96
export IMPL_max_freq_mhz=315
export IMPL_endpoint_kind="output port"
export IMPL_cts_repair_resize_count=0
export IMPL_drt_iter0_drc=33
export IMPL_synthCells=126
export IMPL_cpPeakStageDelay_ps=480
export IMPL_ys_flop_type="dfxtp_1"
export IMPL_fin_util_pct=25.4
export IMPL_ys_area_um2=1190
export IMPL_post_cts_repair_setup_buffers=0
export IMPL_core_area_um2=5540
## layer usage
layer	wire (um)	global-route usage (%)	up-vias
met2	882	7.06	14
met5	0	0	-
met1	1080	6.90	398
met3	173	1.97	0
met4	0	0.246	0
li1	-	-	464
## logic make-up after synthesis
logic type / Yosys count / share of synthesized area (%)
AND-OR/OR-AND: 10 / 5.46
XOR/XNOR: 12 / 8.82
adder cells (fa/ha/maj): 5 / 5.25
buffers and inverters: 9 / 4.41
flip-flops: 26 / 43.7
multiplexers: 4 / 3.47
AND/OR/NAND/NOR: 60 / 28.9
## metrics by stage
step                std cells  total power, mW
finish                    209            0.334
global route              209            0.348
CTS                       209            0.340
detailed placement        205            0.211
global placement          205            0.211
floorplan                 126            0.206
## registers in the layout, summed over array words and instances, names as in the netlist
| name | cells |
|---|---|
| hcount | 10 |
| vcount | 10 |
| vga_hsync | 1 |
| vga_rgb | 3 |
| vga_vsync | 1 |
| vint | 1 |
## where the power goes
part,internal (mW),switching (mW),total (mW)
combinational,0.00446,0.000914,0.00537
clock,0.0676,0.0605,0.128
sequential,0.200,0.000306,0.200
## worst reg2reg max path: stages (launching register included)
cell     delay, ps
dfxtp_1        360
ha_1           230
and4_4         290
nand4_1        150
nor2_1         150
mux2_2         330
## Yosys cell counts (2+ instances only)
| cell type | count |
|---|---|
| dfxtp_1 | 26 |
| nor2_1 | 17 |
| nand2_1 | 7 |
| nand4_1 | 7 |
| inv_1 | 6 |
| xnor2_1 | 6 |
| xor2_1 | 6 |
| ha_1 | 5 |
| nand3_1 | 5 |
| nor3_1 | 5 |
| and3_1 | 4 |
| mux2i_1 | 3 |
| o21ai_0 | 3 |
| a21oi_1 | 2 |
| buf_6 | 2 |
## worst max-delay path by stage
stage	startpoint	end	slack (ps)	depth (start not counted)
final	hcount[0]	is_visible_array	2020	6
after global routing	hcount[0]	is_visible_array	1840	6
after CTS	hcount[0]	is_visible_array	1940	6
## area by class of cell
class,count,area [um^2],area share (%)
inverter,6,22.5,1.60
clock buffer,4,55.1,3.91
timing repair buffer,10,100,7.12
sequential,26,520,37.0
tap,72,90.1,6.41
multi-input combinational,91,618,44.0
Power is estimated from default activity; no workload was simulated.
